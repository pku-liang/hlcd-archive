$ cat flow/config.mk
export PLATFORM = sky130hd
export DESIGN_NAME = PEArray1
export DESIGN_NICKNAME = PEArray1
export VERILOG_FILES = /design/flow/design.v
export SDC_FILE = /design/flow/constraint.sdc
export NUM_CORES = 4
export LEC_CHECK = 1
export CORE_UTILIZATION = 40
$ cat flow/constraint.sdc
current_design PEArray1

set clk_period 4.4
set clk_io_pct 0.2

create_clock -name clk0 -period $clk_period [get_ports {clk}]

set non_clock_inputs [all_inputs -no_clocks]
set_input_delay [expr $clk_period * $clk_io_pct] -clock clk0 $non_clock_inputs
set_output_delay [expr $clk_period * $clk_io_pct] -clock clk0 [all_outputs]
$ cat flow/design.v
module PE #(parameter W=8) (
    input logic clk, rst, stationaryCtrl,
    input logic [W-1:0] a_in,
    input logic [W-1:0] b_in,
    input logic [W-1:0] c_in,
    output logic [W-1:0] a_out,
    output logic [W-1:0] b_out,
    output logic [W-1:0] c_out
);
    logic [W-1:0] a, b, c;
    always_ff @(posedge clk) begin
        if (rst) begin
            a <= 0;
            b <= 0;
            c <= 0;
        end else begin
            a <= a_in;
            if (stationaryCtrl)
                b <= b_in;
            c <= c_in + a * b;
        end
    end
    assign a_out = a;
    assign b_out = b;
    assign c_out = c;
endmodule
module PEArray_inner #(
    parameter W = 8,
    parameter N = 4
)(
    input logic clk, rst, stationaryCtrl,
    input logic [N-1:0][W-1:0] a_in,
    input logic [N-1:0][W-1:0] b_in,
    input logic [N-1:0][W-1:0] c_in,
    output logic [N-1:0][W-1:0] c_out
);
    logic [N-1:0][N-1:0][W-1:0] a_ins, b_ins, c_ins;
    logic [N-1:0][N-1:0][W-1:0] a_outs, b_outs, c_outs;
    genvar i, j;
    for (i=0;i<N;i++)
        for (j=0;j<N;j++)
            PE#(.W(W)) pe( .a_in(a_ins[i][j]), .b_in(b_ins[i][j]), .c_in(c_ins[i][j]),
                .a_out(a_outs[i][j]), .b_out(b_outs[i][j]), .c_out(c_outs[i][j]), .*);
    for (j=0;j<N;j++) 
        assign a_ins[0][j] = a_in[j];
    for (i=1;i<N;i++) for (j=0;j<N;j++)
        assign a_ins[i][j] = a_outs[i-1][j];
    for (i=0;i<N;i++)
        assign b_ins[i][0] = b_in[i];
    for (i=0;i<N;i++) for (j=1;j<N;j++)
        assign b_ins[i][j] = b_outs[i][j-1];
    for (i=0;i<N;i++) begin
        assign c_ins[i][0] = c_in[i];
        assign c_out[i] = c_outs[i][N-1];
    end
    for (i=0;i<N;i++) for (j=1;j<N;j++)
        assign c_ins[i][j] = c_outs[i][j-1];
endmodule
module PEArray1 #(
    parameter W = 8,
    parameter N = 4
)(
    input logic clk, rst, stationaryCtrl,
    input logic [N-1:0][W-1:0] a_in,
    input logic [N-1:0][W-1:0] b_in,
    input logic [N-1:0][W-1:0] c_in,
    output logic [N-1:0][W-1:0] c_out
);
    PEArray_inner #(.W(W), .N(N)) pe(.*);
endmodule
$ cat flow/run.sh
#!/bin/bash
# OpenROAD 26Q1-2900-gdf79404cd8, Yosys 0.63+post, stock flow scripts
make -C /OpenROAD-flow-scripts/flow DESIGN_CONFIG=/design/flow/config.mk WORK_HOME=/design/flow/orfs finish
==> notes.md <==
Flow results follow.

The length of the first detailed-routing pass in iterations is 8. After legalization and detailed placement, the total HPWL measured 40,800 um. Post-CTS timing repair inserted 0 buffers for setup. Setup repair after global routing left no endpoint under its margin.

The number of synthesized flops with an enable pin is 0. The detailed-route DRC error count is 0. The required time at the worst endpoint is listed as 4850 ps. Counting both buffers and inverters, the worst setup path holds a total of 5. The critical path starts at c_in[12]. Per the GRT congestion report, total overflow comes to 0. Leaving out fill and tap cells, the most frequent cells in the layout are 574 x sky130_fd_sc_hd__inv_1, 384 x sky130_fd_sc_hd__dfxtp_1, 376 x sky130_fd_sc_hd__nand2_1. The cell family contributing the most delay on the critical path is adder cells. The arrival time of data at the worst endpoint is listed as 4540 ps. The maximum ir drop on the vdd rail is 0.0003816 V. Counting only logic cells after layout, the most numerous master is sky130_fd_sc_hd__inv_1. The clock period minus worst slack is 4094 ps.

The count of boundary I/O pins is 131. The detailed-route wire length is 53,350 um. The number of inserted diodes is 0.

As reported, the later end of the worst-skew pair has a clock insertion delay of 590 ps. The nature of the critical path startpoint is an input port. The worst-case reg-to-reg path depth is 14. The core utilization before placement is 0.4043.

met1 track demand over resource after global routing is 0.2381. The worst setup path is captured at a flip-flop. The floorplan step defined a core boundary enclosing 0.07003 mm^2. RePlAce ended its routability-driven mode at a weighted congestion of 0.8485.

The cell with the largest stage delay on the worst path is sky130_fd_sc_hd__fa_1. In this run the core area contains 97 standard-cell rows. The clock net in this run drives a total of 384 sinks. The min-delay analysis places its worst path in the category flip-flop to flip-flop. The count of vias placed by the detailed router is 18,340.

The clock transition time at the flip-flop clock pins of the worst setup and hold paths is 60 ps. The first global-routing pass estimated 91,600 um of wire. The report counts max-capacitance violations totalling 0. The number of global-route vias before repair is 18,510.

Per the synth stats, the proportion of register bits with asynchronous set or reset is 0. Per the synthesis report, the number of distinct cell types is 22. The clock tree synthesis step divided the H-tree into 2 levels. The source of the worst register-to-register timing path is pe.genblk1[1].genblk1[0].pe.b[1]$_SDFFE_PP0P_. The termination of the worst setup path is pe.genblk1[1].genblk1[0].pe.c[7]$_SDFF_PP0_. The count of cell instances traversed by the critical path is 15. In this run the clock root is driven by a sky130_fd_sc_hd__clkbuf_16.

The report lists the number of cells resized after CTS as 0. The flop-to-flop setup slack is 420 ps. The register bit total from synthesis is 384.

In the final routed layout, each cell accounts on average for 12.91 um. The final number of max-transition violations is 0. The final worst clock skew is 21.39 ps.

The Yosys chip area is 0.02831 mm^2. Once detail routing completed, the nets flagged for antenna violations numbered 0. Warnings reported by Yosys during synthesis add up to 1. The met3 layer usage reported by global route is 0.02561. The worst-case setup slack after placement is -313.1 ps. The post-synthesis cell count is 3,042.

The number of antenna violations at the first check in global routing is 1. Of the synthesized area, sequential elements account for 0.2715. The die is 268.0 um wide. The TritonCTS clock tree is done.

The all-layer global routing usage is 0.1640. The chip footprint is 0.07184 mm^2. The logs give a warning total of 27. Across all setup checks in the final design, the least slack found is 306.4 ps. The largest net degree at the start of global routing is 123.

In the final layout, the share of cells above drive strength 1 is 0.03477. Across all checked pins, the minimum headroom to the slew limit is 0.4835. For the worst reg-to-reg path, the endpoint reported by OpenROAD is pe.genblk1[1].genblk1[0].pe.c[7]$_SDFF_PP0_. For this run, the top clock speed supported by timing is 244.3 MHz. The final total negative setup slack is 0 ps. The most frequently used flop master after synthesis is sky130_fd_sc_hd__dfxtp_1. After global routing, the most crowded layer is met2.

The number of buffers between clock root and the deepest sink is 3. The top fanout value on the critical path is 2. Per the detail_route report, vias per standard cell equal 4.438. The summed instance area of the synthesized netlist is 0.02831 mm^2.

The number of hold buffers added after CTS was 0. The run finished with clean final reports. The actual slew at the worst max-slew pin is 774.8 ps. The die height is 268.0 um. In the global route stage, met2 resource usage came out at 0.2715.

The reported leakage power is 15.37 nW. The power density over the cells is 274.7 mW/mm^2. The layout-stage area growth over the synthesis result is 13.68%. The kind of critical path is input port to flip-flop. For reference, the critical path cell chain is clkdlybuf4s50_1, inv_1, fa_1, inv_1, fa_1, ha_1, inv_1, fa_1, inv_1, fa_1, a21o_1, a21oi_1, xnor2_2, xnor2_1, nor2_1. After synthesis, the mean cell area works out to 9.306 um^2.

The TritonCTS buffer count is 46. The share of the cycle needed by the critical path after routing is 0.9304. The count of instantiated cells in the yosys netlist is 3,042. The number of hold violations in the final report is 0.

Per the finish-stage timing summary, setup violations number 0. The violation count after the first detailed-routing iteration is 655. The final worst hold slack is 492.5 ps. The timing report gives the biggest stage delay along the critical path as 530 ps.

The count of buffers from port buffering is 130.
==> state kept, by name, summed over array words and instances, names as in the netlist <==
register and count:
pe.genblk1.genblk1.pe.a 128, pe.genblk1.genblk1.pe.b 128, pe.genblk1.genblk1.pe.c 128
==> cell usage after synthesis (32+ instances only) <==
| master | number | area share |
|---|---|---|
| sky130_fd_sc_hd__xnor2_1 | 216 | 0.067 |
| sky130_fd_sc_hd__xor2_1 | 62 | 0.019 |
| sky130_fd_sc_hd__inv_1 | 574 | 0.076 |
| sky130_fd_sc_hd__nand2_1 | 376 | 0.050 |
| sky130_fd_sc_hd__dfxtp_1 | 384 | 0.27 |
| sky130_fd_sc_hd__buf_2 | 37 | 0.0065 |
| sky130_fd_sc_hd__and2_1 | 196 | 0.043 |
| sky130_fd_sc_hd__nor2b_1 | 197 | 0.044 |
| sky130_fd_sc_hd__ha_1 | 272 | 0.12 |
| sky130_fd_sc_hd__fa_1 | 288 | 0.20 |
| sky130_fd_sc_hd__nor2_1 | 187 | 0.025 |
| sky130_fd_sc_hd__mux2i_1 | 128 | 0.045 |
| sky130_fd_sc_hd__a21o_1 | 32 | 0.0085 |
==> worst reg2reg max path: stages, from the launching register on <==
cell and delay, ps:
sky130_fd_sc_hd__dfxtp_1 570, sky130_fd_sc_hd__nand2_1 140, sky130_fd_sc_hd__fa_1 520, sky130_fd_sc_hd__inv_1 50
sky130_fd_sc_hd__fa_1 450, sky130_fd_sc_hd__ha_1 280, sky130_fd_sc_hd__inv_1 50, sky130_fd_sc_hd__fa_1 530
sky130_fd_sc_hd__inv_1 70, sky130_fd_sc_hd__fa_1 450, sky130_fd_sc_hd__a21o_1 200, sky130_fd_sc_hd__a21oi_1 230
sky130_fd_sc_hd__xnor2_2 150, sky130_fd_sc_hd__xnor2_1 130, sky130_fd_sc_hd__nor2_1 50
==> metrics by stage <==
| step | instance area, um^2 | util | power [mW] | cells |
|---|---|---|---|---|
| 3_3_place_gp | 30580 | 0.4367 | 4.934 | 4050 |
| 2_1_floorplan | 28310 | - | 4.557 | 3042 |
| 4_1_cts | 32180 | 0.4596 | 9.038 | 4132 |
| 5_1_grt | 32180 | 0.4596 | 9.329 | 4132 |
| 3_5_place_dp | 30580 | 0.4367 | 4.941 | 4050 |
| 6_report | 32180 | 0.4596 | 8.842 | 4132 |
==> final cells by class <==
cell class / instances / area, um^2
fillers: 6728 / 37850
multi-input cells: 2000 / 18050
flip-flops and latches: 384 / 7687
inverters: 574 / 2155
repair buffers: 152 / 1510
clock buffers: 64 / 1310
well taps: 940 / 1176
clock inverters: 18 / 294.0
==> report_power, final <==
part / switching [mW] / leakage (nW) / internal [mW] / total, mW
logic: 0.502 / 11.5 / 0.516 / 1.02
registers: 0.172 / 3.14 / 3.64 / 3.81
clock network: 1.52 / 0.775 / 2.49 / 4.01
total: 2.20 / 15.4 / 6.64 / 8.84
==> per-layer routing <==
metal | vias to the layer above | wire (um)
met1 | 8793 | 24460
met4 | 2 | 1074
met5 | - | 13
met2 | 225 | 26000
met3 | 69 | 1808
li1 | 9250 | -
==> kinds of logic after synthesis <==
group,after synthesis,synth area share
AND-OR/OR-AND,64,0.01428
XOR/XNOR,288,0.09175
adder cells (fa/ha/maj),560,0.3239
buffers and inverters,658,0.09087
flip-flops,384,0.2715
multiplexers,128,0.04526
AND/OR/NAND/NOR,960,0.1624
==> worst min-delay path by stage <==
| stage | start | end | slack (ps) | cells after the start |
|---|---|---|---|---|
| after CTS | pe.genblk1[1].genblk1[3].pe.b[7]$_SDFFE_PP0P_ | pe.genblk1[1].genblk1[3].pe.b[7]$_SDFFE_PP0P_ | 500 | 2 |
| after global routing | pe.genblk1[1].genblk1[0].pe.a[7]$_SDFF_PP0_ | pe.genblk1[2].genblk1[0].pe.a[7]$_SDFF_PP0_ | 510 | 1 |
| final | pe.genblk1[1].genblk1[3].pe.b[7]$_SDFFE_PP0P_ | pe.genblk1[1].genblk1[3].pe.b[7]$_SDFFE_PP0P_ | 490 | 2 |
Power and IR drop assume default switching activity.
